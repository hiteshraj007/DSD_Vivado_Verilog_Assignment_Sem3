==> /design/flow/constraint.sdc <==
current_design universal_adder_subtractor

set clk_period 4.9
set clk_io_pct 0.2

create_clock -name clk0 -period $clk_period

set non_clock_inputs [all_inputs -no_clocks]
set_input_delay [expr $clk_period * $clk_io_pct] -clock clk0 $non_clock_inputs
set_output_delay [expr $clk_period * $clk_io_pct] -clock clk0 [all_outputs]
==> /design/flow/config.mk <==
export PLATFORM = sky130hd
export DESIGN_NAME = universal_adder_subtractor
export DESIGN_NICKNAME = universal_adder_subtractor
export VERILOG_FILES = /design/flow/design.v
export SDC_FILE = /design/flow/constraint.sdc
export NUM_CORES = 4
export LEC_CHECK = 1
export CORE_AREA = 10 10 70 70
export DIE_AREA = 0 0 80 80
==> /design/flow/run.sh <==
#!/bin/bash
# OpenROAD 26Q1-2900-gdf79404cd8, Yosys 0.63+post, stock flow scripts
make -C /OpenROAD-flow-scripts/flow DESIGN_CONFIG=/design/flow/config.mk WORK_HOME=/design/flow/orfs finish
==> /design/flow/design.v <==
`timescale 1ns / 1ps
module universal_adder_subtractor(
    input a0, a1, a2, a3, b0, b1, b2, b3,m,
    output c4, s0, s1, s2, s3, v
    );
    assign c0= m;
    assign s0= a0^(b0^m)^c0;
    assign c1= (a0 & (b0^m))| (c0&(a0^(b0^m)));
    assign s1= a1^(b1^m)^c1;
    assign c2= (a1&(b1^m))| (c1&(a1^(b1^m)));
    assign s2= a2^(b2^m)^c2;
    assign c3= (a2&(b2^m))| (c2&(a2^(b2^m)));
    assign s3= a3^(b3^m)^c3;
    assign c4= (a3&(b3^m))| (c3&(a3^(b3^m)));
    assign v=c3^c4;
endmodule
==> flow_metrics.rpt <==
IMPLEMENTATION SUMMARY REPORT
----------------------------------------------------
[Place]
  Buffers added on ports ........................ 15
  Standard cell area after detailed placement ........................ 337.8 um^2
  Weighted congestion reported at the end of routability-driven placement ........................ 0.8213
  Post-DP HPWL ........................ 535.3 um

[Logic synthesis]
  Mean area per synthesized cell ........................ 10.01 um^2
  Cell total in the yosys stat output ........................ 13
  Sequential share of the synthesized area ........................ 0%
  Count of distinct cell types in the synthesized netlist ........................ 5
  Post-synthesis chip area from yosys ........................ 130.1 um^2
  Warning count from the yosys run ........................ 4
  Cells after synthesis ........................ 13
  Synth Cell Area ........................ 130.1 um^2

[Critical path]
  Worst path arrival time ........................ 3.56 ns
  Crit-path cells ........................ clkdlybuf4s50_1 > mux2_2 > fa_1 > inv_1 > fa_1 > inv_1 > fa_1 > xnor2_1 > clkdlybuf4s50_1
  Maximum net fanout on the critical path ........................ 2
  Req. time, crit path ........................ 3.92 ns
  Delay of the slowest critical-path stage ........................ 0.50 ns
  CP Launch Type ........................ input pin
  Path type of the worst setup path ........................ input pin to output pin
  Critical path capture point type ........................ output pin
  Top delay family on crit path ........................ buffers and inverters
  Most numerous cell on the critical path ........................ fa_1
  Worst path slowest cell ........................ clkdlybuf4s50_1
  WP buf/inv ........................ 4

[Die]
  Cell Rows ........................ 21
  Effective utilization at floorplan ........................ 3.810%
  Core region area ........................ 3416 um^2
  DIE AREA ........................ 6400 um^2
  Die boundary height ........................ 80 um
  Number of primary I/O pins ........................ 15
  Horizontal extent of the die ........................ 80 um

[Power and ir drop]
  P_int ........................ 0.00003113 W
  Part of the power in the clock network ........................ 0%
  Switching power share of the total ........................ 28.01%
  NetSw ........................ 0.00001211 W
  Power per unit of standard cell area ........................ 128.0 nW/um^2
  Maximum ir drop on the vdd rail ........................ 0.01601 mV
  Leakage power ........................ 0.1228 nW
  Power share of the sequential group ........................ 0%
  Proportion of power drawn by combinational gates ........................ 100.0%

[Cells and area]
  Fraction of final layout cells sized beyond drive strength 1 ........................ 3.571%
  P&R area growth vs syn ........................ 159.6%
  Clk_buf instances ........................ 0
  Final instance area ........................ 337.8 um^2
  Fillers ........................ 400
  Register Area ........................ 0 um^2
  Number of sequential cells in the layout ........................ 0

[Detailed routing]
  Average routed wire per standard cell ........................ 7.419 um
  DRC violation count after routing ........................ 0
  Vias after detailed routing ........................ 132
  Number of antenna repair diodes ........................ 0
  Detailed-router iteration count before antenna repair ........................ 2
  DRC marker count from the first detailed-route iteration ........................ 1
  Final ANT Viol Nets ........................ 0
  Via count normalized by instance count ........................ 1.784
  Total wirelength of the detailed-routed design ........................ 549 um

[Job]
  Warning total across the stage logs ........................ 32
  Count of max-cap constraint violations ........................ 0

[Final timing]
  Number of pins exceeding their max-slew limit in the final report ........................ 0
  Worst rel slew slack ........................ 86.65%
  Period utilization ........................ 92.71%
  Unrepaired setup endpoints after global routing ........................ false
  Pin slew with the least headroom to its limit ........................ 0.1997 ns
  Fin. Hold Viols ........................ 0
  Accumulated negative setup slack ........................ 0 ns
  Min Clock Period, post-route ........................ 4.543 ns
  Setup violation total in the final timing report ........................ 0
  Maximum clock rate ........................ 220.1 MHz

[Global routing]
  First-pass GRT wire length ........................ 759 um
  Global route overflow ........................ 0
  Number of global-route vias before repair ........................ 135
  Global Route Usage Sum ........................ 1.601%
  Number of antenna violations at the first check in global routing ........................ 0
  Largest net degree at the start of global routing ........................ 5

[Clock tree]
  Quantity of hold-fixing buffers added after cts ........................ 0
  Post-cts resize count ........................ 0
  Number of setup buffers added after CTS ........................ 0

[Status]
  Run status ........................ complete, no violations

[Min path]
  Class of the tightest hold or removal check ........................ input pin to output pin

----------------------------------------------------
## cells in the final DEF (no fill, tap or decap)
master	Yosys	final
clkdlybuf4s50_1	0	15
fa_1	3	3
inv_1	4	4
mux2_2	1	1
xnor2_1	2	2
xor2_1	3	3
## final timing paths
kind / start / end / slack, ns / cells after the start
setup / recovery: b0 / v / 0.36 / 9
hold / removal: a0 / s0 / 2.92 / 3
## power groups by stage
| stage | Clock [W] | Combinational [W] | Sequential [W] |
|---|---|---|---|
| finish | 0 | 0.0000432 | 0 |
| global route | 0 | 0.0000491 | 0 |
| CTS | 0 | 0.0000450 | 0 |
## synth_stat cells
cell | count | share of area, %
inv_1 | 4 | 12
fa_1 | 3 | 46
xor2_1 | 3 | 20
xnor2_1 | 2 | 13
mux2_2 | 1 | 8.7
## per-layer routing
layer / vias to the layer above / share of wire, % / track usage [%]
met1: 56 / 38 / 1.940
met3: 0 / 22 / 1.250
met5: - / 0 / 0
met2: 10 / 40 / 2.327
li1: 66 / - / -
met4: 0 / 0 / 0
## cell type report
type	count	area [um^2]	share of cell area (%)
tap	46	57.56	17.04
multi-input combinational	9	115.1	34.07
inverter	4	15.01	4.444
timing repair buffer	15	150.1	44.44
## logic make-up after synthesis
| logic type | after synthesis | synth area share [%] |
|---|---|---|
| xor+xnor | 5 | 33.66 |
| buf+inv | 4 | 11.54 |
| fa+ha+maj | 3 | 46.16 |
| mux | 1 | 8.653 |
## through the flow
| stage | utilization [%] | cells | total power [W] | hold WS [ns] | worst slack, ns |
|---|---|---|---|---|---|
| 6_report | 9.890 | 74 | 0.00004324 | 2.918 | 0.3571 |
| 5_1_grt | 9.890 | 74 | 0.00004912 | 2.950 | 0.2153 |
| 4_1_cts | 9.890 | 74 | 0.00004503 | 2.928 | 0.3030 |
| 3_5_place_dp | 9.890 | 74 | 0.00004466 | 2.923 | 0.3260 |
| 3_3_place_gp | 9.890 | 74 | 0.00004451 | 2.920 | 0.3394 |
| 2_1_floorplan | - | 13 | 0.00001011 | 1.985 | 1.492 |
Power is estimated from default activity; no workload was simulated.
