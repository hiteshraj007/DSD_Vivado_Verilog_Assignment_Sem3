===== flow/config.mk =====
export PLATFORM = sky130hd
export DESIGN_NAME = universal_subtractor
export DESIGN_NICKNAME = universal_subtractor
export VERILOG_FILES = /design/flow/design.v
export SDC_FILE = /design/flow/constraint.sdc
export NUM_CORES = 4
export LEC_CHECK = 1
export CORE_AREA = 10 10 70 70
export DIE_AREA = 0 0 80 80

===== flow/constraint.sdc =====
current_design universal_subtractor

set clk_period 3.7
set clk_io_pct 0.2

create_clock -name clk0 -period $clk_period

set non_clock_inputs [all_inputs -no_clocks]
set_input_delay [expr $clk_period * $clk_io_pct] -clock clk0 $non_clock_inputs
set_output_delay [expr $clk_period * $clk_io_pct] -clock clk0 [all_outputs]

===== flow/design.v =====
module universal_subtractor (
    input  [3:0] A,
    input  [3:0] B,
    input        op,         
    output [3:0] R,
    output       borrow
);
    wire [3:0] B_new;
    wire       bin;
    assign bin   = op;            
    assign B_new = (~B) + 1 + bin;    
    assign {borrow, R} = A + B_new;
endmodule

===== flow/run.sh =====
#!/bin/bash
# OpenROAD 26Q1-2900-gdf79404cd8, Yosys 0.63+post, stock flow scripts
make -C /OpenROAD-flow-scripts/flow DESIGN_CONFIG=/design/flow/config.mk WORK_HOME=/design/flow/orfs finish

==> flow_summary.yaml <==
# yosys + openroad results
outcome:
  status: "finished clean"
final_timing:
  period_minus_slack_ns: 3.576
  final_max_slew_viol_count: 0
  rsz0062_at_grt: "no"
  fin_crit_sh: 0.9664
  relSlewSlack: 0.8911
  fmax_mhz: 279.7
  hold_viol: 0
  setup_tns_ns: 0
  setup_violations: 0
  worst_pin_slew_ns: 0.1626
placed_design:
  dp_hpwl_um: 557.8
  io_buffers: 14
  place_congestion: 0.7361
  place_area_um2: 419.2
min_path:
  hold_class: "in -> out"
worst_setup_path:
  endpoint_kind: "output port"
  path_class: "in -> out"
  cp_max_fo: 2
  start_kind: "input pin"
  crit_required_ns: 2.96
  cp.arrival_ns: 2.84
finish:
  fill_cells: 389
  final_cell_mix: "12 x clkdlybuf4s50_1, 8 x inv_1, 5 x ha_1"
  syn2layout_area_growth_pct: 110.5
  drive_gt1_frac: 0.1860
  final_cell_area_um2: 450.4
  lay_top_count: "clkdlybuf4s50_1"
  regArea_um2: 0
  flop-count: 0
  nClkBuffers: 0
power:
  p_per_area_nw_per_um2: 155.6
  leakage_nw: 0.2090
  ir_drop_mv: 0.02213
floorplan:
  core_um2: 3416
  die_w_um: 80
  fp_util: 0.06264
  rows: 21
  dieHeight_um: 80
  die_area_um2: 6400
  io_pins: 14
drt:
  num_antenna_cells: 0
  post_drt_via_cell_ratio: 2.393
  drc_errors: 0
  drtIter0Drc: 13
  drt_pass1_iterations: 3
  drt.antenna.violating_nets: 0
  num_vias: 213
  wl_um: 611
  routedWlPerCell_um: 6.865
grt:
  grt_pass1_wl_um: 966
  antenna_found_initial: 0
  grt_overflow_total: 0
  track_usage: 0.01781
  first_global_vias: 212
  grt_max_degree: 3
logic_synthesis:
  ys_cells: 27
  yosys_area_um2: 214.0
  synth_area_um2: 214.0
  synth_cells: 27
  largest_area_cell: "ha_1"
  synth_warnings: 0
  area_leaders: "ha_1 41%, inv_1 14%, xnor2_1 12%"
  synth_seq_share: 0
  yosysUniqueCellTypes: 12
  syn_area_per_cell_um2: 7.924
  synth_top_area_share: 0.4094
job:
  warnings: 33
  cap_viol_max_count: 0
[synth_stat cells (all sizes together)]
| library cell | number |
|---|---|
| a21oi | 1 |
| fa | 1 |
| ha | 7 |
| inv | 8 |
| nand2 | 1 |
| nand2b | 1 |
| nand3 | 1 |
| nor2b | 1 |
| nor3 | 1 |
| o21ai | 1 |
| xnor2 | 3 |
| xor2 | 1 |
[area by class of cell]
class	count	area [um2]	area share
well taps	46	57.56	0.1278
inverters	8	30.03	0.06667
multi-input cells	19	202.7	0.4500
repair buffers	16	160.2	0.3556
[stage by stage]
| step | util | setup WS, ns | power [mW] | hold WS (ns) | std cells |
|---|---|---|---|---|---|
| CTS | 0.1256 | 0.009788 | 0.07055 | 2.568 | 88 |
| floorplan | - | 1.017 | 0.02472 | 1.561 | 27 |
| global route | 0.1319 | 0.01438 | 0.07971 | 2.352 | 89 |
| global placement | 0.1227 | 0.008794 | 0.06732 | 2.565 | 88 |
| finish | 0.1319 | 0.1244 | 0.07009 | 2.279 | 89 |
| detailed placement | 0.1227 | -0.01213 | 0.06746 | 2.559 | 88 |
[routing by layer]
| layer | global-route usage | vias to the layer above | share of wire |
|---|---|---|---|
| met2 | 0.03291 | 8 | 0.48 |
| met3 | 0.006818 | 0 | 0.13 |
| met1 | 0.01987 | 89 | 0.39 |
| met5 | 0 | - | 0 |
| li1 | - | 116 | - |
| met4 | 0 | 0 | 0 |
[path summary, 6_finish.rpt]
check  startpoint  endpoint  depth (start not counted)
max          B[0]    borrow                         10
min          A[3]      R[3]                          4
[critical path, cell delays in order]
cell and delay [ns]:
clkdlybuf4s50_1 0.47, ha_2 0.18, inv_1 0.04, ha_1 0.29
inv_1 0.06, fa_2 0.35, nor2b_1 0.12, o21ai_1 0.07
nand2b_1 0.06, clkdlybuf4s50_1 0.46
[kinds of logic (layout without fill, tap and decap cells)]
logic type      Yosys count  after routing  share of synthesized area
buf+inv                   8             24                     0.1404
xor+xnor                  4              4                     0.1638
simple gates              5              5                     0.1462
fa+ha+maj                 8              8                     0.5029
compound gates            2              2                    0.04674
[repair_timing]
item | 4_1_cts | 5_1_grt
hold buffers | 0 | 0
setup buffers | 0 | 1
pin swaps | 0 | 3
gates resized | 2 | 6
setup endpoints to repair | 2 | 2
[report_power, final]
group	switching [mW]	internal, mW
clock network	0	0
registers	0	0
logic	0.0230	0.0471
No activity file was given, so power comes from the tool's default toggle rates.
